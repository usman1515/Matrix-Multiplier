### /design/flow/config.mk
export PLATFORM = sky130hd
export DESIGN_NAME = matrix_10x10
export DESIGN_NICKNAME = matrix_10x10
export VERILOG_FILES = /design/flow/design.v
export SDC_FILE = /design/flow/constraint.sdc
export NUM_CORES = 4
export LEC_CHECK = 1
export CORE_UTILIZATION = 50
### /design/flow/constraint.sdc
current_design matrix_10x10

set clk_period 14.6
set clk_io_pct 0.2

create_clock -name clk0 -period $clk_period [get_ports {clk}]

set non_clock_inputs [all_inputs -no_clocks]
set_input_delay [expr $clk_period * $clk_io_pct] -clock clk0 $non_clock_inputs
set_output_delay [expr $clk_period * $clk_io_pct] -clock clk0 [all_outputs]
### /design/flow/design.v
module matrix_10x10 #(parameter DATA_WIDTH=8)(
  input   logic clk,
  input   logic en_ReadMat,
  input   logic en_WriteMat,
  input   logic [3:0] rowAddr,
  input   logic [3:0] colAddr,
  input   logic [DATA_WIDTH-1:0] writeData,
  output  logic [DATA_WIDTH-1:0] readData
);
logic [DATA_WIDTH-1:0] matrix_MemBlock [0:9][0:9];
always_ff @(posedge clk) begin
  if(~en_ReadMat && en_WriteMat) begin            
    if(rowAddr<10 && colAddr<10)
      matrix_MemBlock[rowAddr][colAddr] <= writeData;
  end
end
always_ff @(posedge clk) begin
  if(en_ReadMat && ~en_WriteMat) begin            
    if(rowAddr<10 && colAddr<10)
      readData <= matrix_MemBlock[rowAddr][colAddr];
    end
end
endmodule
### /design/flow/run.sh
#!/bin/bash
# OpenROAD 26Q1-2900-gdf79404cd8, Yosys 0.63+post, stock flow scripts
make -C /OpenROAD-flow-scripts/flow DESIGN_CONFIG=/design/flow/config.mk WORK_HOME=/design/flow/orfs finish
==> qor.csv <==
stage,metric,value,unit
status,outcome,"complete, no violations",
route,Routed Wire Length,85920,um
floorplanning,die area,0.06525,sq mm
placement,Final GP Congestion,0.9590,
clocking,post-CTS resize count,0,
route,vias per cell,6.408,
worst_setup_path,crit-path max cell delay,1.04,ns
final_timing,clock period minus worst slack,7.305,ns
placement,Final HPWL DP,51590,um
synthesis,yosys warns,1,
final_timing,Slew headroom,0.2432,
synthesis,Netlist cell types,67,
clocking,post-CTS setup buffer count,0,
synthesis,top cells by count,"edfxtp_1, nor2_1, mux2_2",
synthesis,yosys cell count,1798,
synthesis,Synth Seq Share,0.7555,
final_timing,pins over their slew limit,0,
clocking,CTS Buffer Depth,3,
layout,Logic cell area,0.007266,sq mm
placement,"Cell Area, Placed",0.03342,sq mm
synthesis,top cells by area,"edfxtp_1, mux4_2, mux2_2",
worst_setup_path,Worst EP required,14.94,ns
synthesis,cell type with the largest total area,edfxtp_1,
layout,Filler cells,4755,
layout,share of post-route cells with drive strength above 1,0.1980,
route,uppermost routed layer,met5,
route,wire per inst,31.02,um
worst_setup_path,CP max-delay cell,fa_4,
global_routing,largest net degree at the start of global routing,87,
synthesis,syn_area_per_cell,17.86,sq um
final_timing,cycle use final,0.5004,
synthesis,#FFs+latches synth,808,
job,Log Warnings,26,
final_timing,Setup Skew,0.02743,ns
clocking,clock root cell,clkbuf_16,
clocking,"CTS clk-pin slew, worst paths",0.06,ns
hold_path,HP Class,reg2reg,
route,WL met2,41050,um
final_timing,Fin. Hold Viols,0,
layout,Layout area overhead,11.85,%
clocking,Post-CTS Hold Buffers,0,
synthesis,"Top FF cell, synth",edfxtp_1,
layout,register area,0.02426,sq mm
synthesis,most common cell in the synthesized netlist,edfxtp_1,
route,Met3 Wirelength,11400,um
clocking,CTS buffer count,82,
layout,Non-Filler Instances,2770,
global_routing,vias in the first global route,18938,
synthesis,Top cell area share,0.7555,
route,DRC,0,
synthesis,Synth Cell Area,0.03212,sq mm
clocking,H-Tree Level Count,3,
global_routing,grt total ovfl,0,
route,vias,17751,
worst_setup_path,Top delay family on crit path,AND-OR/OR-AND gates,
floorplanning,die width,255.4,um
final_timing,setup_tns,0,ns
route,n_diodes,0,
synthesis,yosys stat area,0.03212,sq mm
route,met1 WL,30330,um
worst_setup_path,CP endpoint kind,flop,
layout,cell area after layout,0.03592,sq mm
global_routing,initial antenna violation count,0,
pwr,Pleak,11.23,nW
route,final antenna-violating net count,0,
pwr,pwr/cell area,142.5,mW/mm^2
job,Max Cap Viol,0,
final_timing,slew at the pin closest to its max-slew limit,1.131,ns
route,DRT Pass-1 Iters,5,
final_timing,Final setup viols,0,
worst_setup_path,Buffers & Inverters on Critical Path,3,
global_routing,first-pass GRT wire length,127700,um
layout,final design utilization,0.5674,
worst_setup_path,crit-path cells,clkdlybuf4s50_1 -> ha_4 -> fa_4 -> buf_4 -> buf_12 -> mux2_2 -> a221oi_1 -> o22ai_1 -> a22o_1 -> o21ai_0 -> o211ai_1,
floorplanning,Core Footprint,0.06331,sq mm
synthesis,count of library flops with an enable pin,808,
final_timing,RSZ-0062 raised after global routing,false,
pwr,largest vdd supply drop,0.09917,mV
clocking,clock latency (worst-skew pair),0.63,ns
final_timing,fmax,136.9,MHz
synthesis,Synth Instances,1798,
floorplanning,# rows,92,
clocking,CTS tree,done,
placement,Cells after DPL,2625,
floorplanning,FP Util,0.5073,
synthesis,asr flop ratio synth,0,
worst_setup_path,WS Path Type,in2reg,
placement,PortBufs,26,
floorplanning,Die Ht,255.4,um
floorplanning,Top Ports,27,
route,initial DRC count,1436,
worst_setup_path,CP Launch Type,input port,
clocking,clk sinks,808,
worst_setup_path,worst-path maximum fanout,86,
global_routing,GRT Overall Usage,0.3023,
worst_setup_path,Critical Path AT,7.65,ns
-- sequential cells by signal, summed over array words and instances (netlist names) --
| register | count |
|---|---|
| matrix_MemBlock | 800 |
| readData | 8 |
-- cells in the final DEF, fill, tap and decap left out, types with 8 or more instances in the layout --
| cell type | n |
|---|---|
| edfxtp_1 | 808 |
| a221oi_1 | 78 |
| nand2_1 | 66 |
| clkinv_1 | 13 |
| clkdlybuf4s50_1 | 17 |
| a21oi_1 | 30 |
| o22ai_1 | 31 |
| clkinv_2 | 13 |
| nor2_1 | 133 |
| mux4_2 | 61 |
| nand3_1 | 16 |
| a221o_1 | 14 |
| o211ai_1 | 14 |
| a211oi_1 | 8 |
| mux2_2 | 102 |
| a22o_1 | 8 |
| o21ai_0 | 48 |
| a31oi_1 | 9 |
| buf_4 | 77 |
| a22oi_1 | 73 |
| mux2i_1 | 55 |
| clkbuf_16 | 83 |
| clkbuf_1 | 24 |
-- through the flow --
step	hold slack, ns	total power (W)	worst slack [ns]
2_1_floorplan	0.7201	0.002941	8.885
4_1_cts	0.8937	0.005147	7.417
5_1_grt	0.9551	0.005269	7.130
6_report	0.9023	0.005120	7.295
3_3_place_gp	0.8729	0.003180	6.758
3_5_place_dp	0.8811	0.003182	6.743
-- layout make-up --
class                      count  area share
clock buffer                 107     0.06033
clock inverter                38    0.009439
inverter                       7   0.0007315
multi-input combinational    867      0.2023
sequential                   808      0.6754
tap                          846     0.02947
timing repair buffer          97     0.02233
-- logic make-up after synthesis --
kind of cell | Yosys count | synth area share
fa+ha+maj | 9 | 0.003974
simple gates | 263 | 0.03565
flops | 808 | 0.7555
xor+xnor | 6 | 0.002299
compound gates | 368 | 0.08540
mux | 221 | 0.09673
buf+inv | 123 | 0.02049
-- report_power, final --
part           internal [W]  switching, W  total (W)
clock               0.00113      0.000846    0.00198
combinational      0.000190      0.000383   0.000574
sequential          0.00256    0.00000303    0.00257
total               0.00389       0.00123    0.00512
-- layer usage --
metal | up-vias | global-route usage
met5 | - | 0.01462
met4 | 2 | 0.08183
met3 | 195 | 0.1646
met2 | 1063 | 0.4350
met1 | 8978 | 0.4452
li1 | 7513 | -
-- tightest hold or removal path, cell delays in order, from the launching register on --
cell and delay (ns):
edfxtp_1 0.32, a32oi_1 0.05, o21ai_0 0.08, o2bb2ai_1 0.17, o311ai_1 0.10, nand4_1 0.07
-- final timing paths --
kind	from	end	slack, ns	cells after the start
max reg2reg	matrix_MemBlock[82][4]	readData[4]	11.89	6
min reg2reg	matrix_MemBlock[55][3]	readData[3]	0.90	5
min	matrix_MemBlock[55][3]	readData[3]	0.90	5
max	rowAddr[0]	readData[4]	7.29	11
No activity file was given, so power comes from the tool's default toggle rates.
